File: config.mk
export PLATFORM = sky130hd
export DESIGN_NAME = bist_controller
export DESIGN_NICKNAME = bist_controller
export VERILOG_FILES = /design/flow/design.v
export SDC_FILE = /design/flow/constraint.sdc
export NUM_CORES = 4
export LEC_CHECK = 1
export CORE_AREA = 10 10 70 70
export DIE_AREA = 0 0 80 80
File: constraint.sdc
current_design bist_controller

set clk_period 1.0
set clk_io_pct 0.2

create_clock -name clk0 -period $clk_period [get_ports {bistmode}]
create_clock -name clk1 -period $clk_period [get_ports {clk}]

set non_clock_inputs [all_inputs -no_clocks]
set_input_delay [expr $clk_period * $clk_io_pct] -clock clk0 $non_clock_inputs
set_output_delay [expr $clk_period * $clk_io_pct] -clock clk0 [all_outputs]
File: design.v
module bist_hardware(clk,rst,bistmode,bistdone,bistpass,cut_scanmode,
                     cut_sdi,cut_sdo);
  input          clk;
  input          rst;
  input          bistmode;
  output reg         bistdone;
  output reg        bistpass;
  output reg        cut_scanmode;
  output reg        cut_sdi;
  input          cut_sdo;
   parameter START = 3'b000;
   parameter  SHIFT_IN = 3'b001;
   parameter EVAL_PAT = 3'b010;
   parameter SHIFT_OUT_LAST = 3'b011;
   parameter DONE = 3'b100;
   integer       sdi_count;
   integer       sdo_count;
   integer       pattern_out;
   wire          lfsr_out;
   wire [15:0] out_misr;
   parameter SCAN_CHAIN_LENGTH = 16;
parameter LFSR_R = 16;
parameter TOTAL_PATTERNS = 64;
reg ff_iter;
reg out_ready;
reg [2:0] state;
reg lfsr_en;
reg misr_en;
reg [15:0] misr_signature;
reg [15:0] golden_signature; 
lfsr my_lfsr (
         lfsr_out,
         lfsr_en,
         clk,
         (rst && ~bistmode)
         );
misr my_misr (out_misr,
         cut_sdo,
         misr_en,
         clk,
         (rst && ~bistmode)
         );
always @(posedge clk) begin
   if (rst && bistmode) 
     begin
        case (state)
          START: begin
             if (pattern_out < TOTAL_PATTERNS) begin
               cut_scanmode <= 1;
               sdi_count <= 0;
               sdo_count <= 0;
               bistdone <= 0;
               lfsr_en <= 1; 
               cut_sdi <= lfsr_out;
               state <= SHIFT_IN;
              end  
             else begin
                state <= DONE;
             end
          end
          SHIFT_IN: begin
              if (sdi_count < (SCAN_CHAIN_LENGTH - 1)) begin
                sdi_count <= sdi_count + 1; 
                cut_sdi <= lfsr_out;
                if (out_ready == 1) begin
                  misr_en <= 1;
                  sdo_count <= sdo_count + 1;
                end
                state <= SHIFT_IN;
               end 
              else begin
                lfsr_en <= 0;
                misr_en <= 0;
                out_ready <= 0;
                cut_scanmode <= 0;
                pattern_out <= pattern_out + SCAN_CHAIN_LENGTH;
                state <= EVAL_PAT;
              end
          end
          EVAL_PAT: begin
               if (pattern_out < TOTAL_PATTERNS) begin
                 cut_scanmode <= 1;
                 sdi_count <= 0;
                 sdo_count <= 0;
                 out_ready <= 1;
                 misr_en <= 1;
                 lfsr_en <= 1;
                 cut_sdi <= lfsr_out;
                 state <= SHIFT_IN; 
                end  
               else begin
                  cut_scanmode <= 1;
                  sdi_count <= 0;
                  sdo_count <= 0;
                  out_ready <= 1;
                  misr_en <=1;
                  lfsr_en <= 1;
                  cut_sdi <= lfsr_out; 
                  state = SHIFT_OUT_LAST;
               end
          end
          SHIFT_OUT_LAST: begin
              if (sdi_count < (SCAN_CHAIN_LENGTH - 1)) begin
                sdi_count <= sdi_count + 1; 
                cut_sdi <= lfsr_out;
                if (out_ready == 1) begin
                  misr_en <= 1;
                  sdo_count <= sdo_count + 1;
                end
                state <= SHIFT_OUT_LAST;
               end
              else begin 
                lfsr_en <= 0; 
                misr_en <= 0;
                out_ready <=0;
                misr_signature = out_misr;
                if (ff_iter == 1) begin
                  golden_signature = out_misr;
                  ff_iter = 0;
                end
                if (misr_signature != golden_signature)
                  bistpass <= 0;
                else 
                  bistpass <= 1;
                bistdone <= 1;
                cut_scanmode <= 0;
                state <= DONE;
              end
          end          
          DONE: begin
             bistdone <=1; 
          end
        endcase   
     end  
end
always @(posedge bistmode) begin
   ff_iter = 1;
   out_ready = 0;
   state = START;
   pattern_out = 0;
end
endmodule  
module chip(clk,rst,pi,po,bistmode,bistdone,bistpass);
  input          clk;
  input         rst; 
  input	 [34:0]  pi;
  output [48:0]  po;
  input          bistmode;
  output         bistdone;
  output         bistpass;
  wire           cut_scanmode,cut_sdi,cut_sdo;
  reg x;
  wire w_x;
  assign w_x = x;
  scan_cut circuit(bistmode,cut_scanmode,cut_sdi,cut_sdo,clk,rst,
         pi[0],pi[1],pi[2],pi[3],pi[4],pi[5],pi[6],pi[7],pi[8],pi[9],
         pi[10],pi[11],pi[12],pi[13],pi[14],pi[15],pi[16],pi[17],pi[18],pi[19],
         pi[20],pi[21],pi[22],pi[23],pi[24],pi[25],pi[26],pi[27],pi[28],pi[29],
         pi[30],pi[31],pi[32],pi[33],pi[34],
         po[0],po[1],po[2],po[3],po[4],po[5],po[6],po[7],po[8],po[9],
         po[10],po[11],po[12],po[13],po[14],po[15],po[16],po[17],po[18],po[19],
         po[20],po[21],po[22],po[23],po[24],po[25],po[26],po[27],po[28],po[29],
         po[30],po[31],po[32],po[33],po[34],po[35],po[36],po[37],po[38],po[39],
         po[40],po[41],po[42],po[43],po[44],po[45],po[46],po[47],po[48]);
  bist_hardware bist( clk,rst,bistmode,bistdone,bistpass,cut_scanmode,
                     cut_sdi,cut_sdo);
endmodule
module lfsr (
output reg out,
input enable,
input clk,
input reset
);
reg [15:0] lfsr;
wire linear_feedback;
assign linear_feedback = lfsr[15];
always @(posedge clk) begin
  out <= lfsr[0]; 
  if (reset) begin
    lfsr <= 16'hffff;
  end else if (enable) begin
      lfsr[0] <= linear_feedback;
      lfsr[1] <= lfsr[0];
      lfsr[2] <= lfsr[1];
      lfsr[3] <= lfsr[2];
      lfsr[4] <= lfsr[3] ^ linear_feedback;
      lfsr[5] <= lfsr[4] ^ linear_feedback; 
      lfsr[6] <= lfsr[5] ^ linear_feedback;
      lfsr[7] <= lfsr[6];
      lfsr[8] <= lfsr[7];
      lfsr[9] <= lfsr[8];
      lfsr[10] <= lfsr[9];
      lfsr[11] <= lfsr[10];
      lfsr[12] <= lfsr[11];
      lfsr[13] <= lfsr[12];
      lfsr[14] <= lfsr[13];
      lfsr[15] <= lfsr[14];
  end
end
endmodule
module misr (
output reg [15:0] misr_out,
input in,
input enable,
input clk,
input reset
);
wire linear_feedback;
assign linear_feedback = misr_out[15];
always @(posedge clk) begin
  if (reset) 
    misr_out <= 16'hffff;
  else if (enable) begin
      misr_out[0] <= linear_feedback ^ in;
      misr_out[1] <= misr_out[0];
      misr_out[2] <= misr_out[1];
      misr_out[3] <= misr_out[2];
      misr_out[4] <= misr_out[3] ^ linear_feedback;
      misr_out[5] <= misr_out[4] ^ linear_feedback; 
      misr_out[6] <= misr_out[5] ^ linear_feedback;
      misr_out[7] <= misr_out[6];
      misr_out[8] <= misr_out[7];
      misr_out[9] <= misr_out[8];
      misr_out[10] <= misr_out[9];
      misr_out[11] <= misr_out[10];
      misr_out[12] <= misr_out[11];
      misr_out[13] <= misr_out[12];
      misr_out[14] <= misr_out[13];
      misr_out[15] <= misr_out[14];
  end
end
endmodule
module bist_controller (
	output reg cut_scanmode,
	output reg cut_sdi,
	output reg bistdone, bistpass,
	input clk, rst, bistmode,
	input cut_sdo
);
reg ff_iter;
reg out_ready;
reg [2:0] state;
reg lfsr_en;
reg misr_en;
reg [15:0] misr_signature;
reg [15:0] golden_signature;
wire out;
wire [15:0] out_misr;
integer sdi_count;
integer sdo_count;
integer pattern_out;
parameter SCAN_CHAIN_LENGTH = 16;
parameter LFSR_R = 16;
parameter TOTAL_PATTERNS = 64;
parameter START = 3'b000;
parameter  SHIFT_IN = 3'b001;
parameter EVAL_PAT = 3'b010;
parameter SHIFT_OUT_LAST = 3'b011;
parameter DONE = 3'b100;
lfsr u1 (
         out,
         lfsr_en,
         clk,
         (rst && ~bistmode)
         );
misr u2 (out_misr,
         cut_sdo,
         misr_en,
         clk,
         (rst && ~bistmode)
         ); 
always @(posedge clk) begin
   if (rst && bistmode) 
     begin
        case (state)
          START: begin
             if (pattern_out < TOTAL_PATTERNS) begin
               cut_scanmode <= 1;
               sdi_count <= 0;
               sdo_count <= 0;
               bistdone <= 0;
               lfsr_en <= 1; 
               cut_sdi <= out;
               state <= SHIFT_IN;
              end  
             else begin
                state <= DONE;
             end
          end
          SHIFT_IN: begin
              if (sdi_count < (SCAN_CHAIN_LENGTH - 1)) begin
                sdi_count <= sdi_count + 1; 
                cut_sdi <= out;
                if (out_ready == 1) begin
                  misr_en <= 1;
                  sdo_count <= sdo_count + 1;
                end
                state <= SHIFT_IN;
               end 
              else begin
                lfsr_en <= 0;
                misr_en <= 0;
                out_ready <= 0;
                cut_scanmode <= 0;
                pattern_out <= pattern_out + SCAN_CHAIN_LENGTH;
                state <= EVAL_PAT;
              end
          end
          EVAL_PAT: begin
               if (pattern_out < TOTAL_PATTERNS) begin
                 cut_scanmode <= 1;
                 sdi_count <= 0;
                 sdo_count <= 0;
                 out_ready <= 1;
                 misr_en <= 1;
                 lfsr_en <= 1;
                 cut_sdi <= out;
                 state <= SHIFT_IN; 
                end  
               else begin
                  cut_scanmode <= 1;
                  sdi_count <= 0;
                  sdo_count <= 0;
                  out_ready <= 1;
                  misr_en <=1;
                  lfsr_en <= 1;
                  cut_sdi <= out; 
                  state = SHIFT_OUT_LAST;
               end
          end
          SHIFT_OUT_LAST: begin
              if (sdi_count < (SCAN_CHAIN_LENGTH - 1)) begin
                sdi_count <= sdi_count + 1; 
                cut_sdi <= out;
                if (out_ready == 1) begin
                  misr_en <= 1;
                  sdo_count <= sdo_count + 1;
                end
                state <= SHIFT_OUT_LAST;
               end
              else begin 
                lfsr_en <= 0; 
                misr_en <= 0;
                out_ready <=0;
                misr_signature = out_misr;
                if (ff_iter == 1) begin
                  golden_signature = out_misr;
                  ff_iter = 0;
                end
                if (misr_signature != golden_signature)
                  bistpass <= 0;
                else 
                  bistpass <= 1;
                bistdone <= 1;
                cut_scanmode <= 0;
                state <= DONE;
              end
          end          
          DONE: begin
             bistdone <=1; 
          end
        endcase   
     end  
end
always @(posedge bistmode) begin
   ff_iter = 1;
   out_ready = 0;
   state = START;
   pattern_out = 0;
end
endmodule
File: run.sh
#!/bin/bash
# OpenROAD 26Q1-2900-gdf79404cd8, Yosys 0.63+post, stock flow scripts
make -C /OpenROAD-flow-scripts/flow DESIGN_CONFIG=/design/flow/config.mk WORK_HOME=/design/flow/orfs finish
==> results.sh <==
# yosys + openroad results
export IMPL_worstHoldStart="bistmode"
export IMPL_yosys_warnings=77
export IMPL_place_gp_congestion=0.643
export IMPL_cp_end_kind="primary output"
export IMPL_num_io_pins=8
export IMPL_p_int_w=0.00170
export IMPL_finalSetupTns_ns=0
export IMPL_yosysTopAreaCell="dfxtp_1"
export IMPL_core_sq_mm=0.00342
export IMPL_grt_pass1_vias=422
export IMPL_drt_wl_total_microns=759
export IMPL_hold_ws_ns=0.193
export IMPL_drt_iter0_markers=14
export IMPL_power_switching_w=0.000566
export IMPL_combPwrFrac_pct=3.4
export IMPL_grt_remaining_overflow=0
export IMPL_seq_area_frac_synth_pct=65.2
export IMPL_critical_path_class="flop to primary output"
export IMPL_drive_gt1_share_pct=32.1
export IMPL_cts_clk_slew_worst_paths_ns=0.09
export IMPL_dpl_instance_area_sq_um=623
export IMPL_p_leak_nw=0.278
export IMPL_grt_start_max_net_pins=11
export IMPL_r2r_slack_ns=0.27
export IMPL_lay_top_cells="dfxtp_1, nand2b_2, nand2b_1, clkbuf_4"
export IMPL_portBuffers=2
export IMPL_path_cells="buf_2"
export IMPL_max_stage_delay_ns=0.36
export IMPL_seqPwrFrac_pct=47.0
export IMPL_warning_count=45
export IMPL_top_cell_area_share_pct=59.9
export IMPL_synthCells=45
export IMPL_crit_family="flip-flops"
export IMPL_min_path_cells=3
export IMPL_die_area_sq_mm=0.00640
export IMPL_area_growth_pct=25.3
export IMPL_wire_per_inst_microns=7.44
export IMPL_ys_flops=18
export IMPL_std_cell_rows=21
export IMPL_syn_avg_cell_area_sq_um=12.6
export IMPL_grt_util_all_layers_pct=2.88
export IMPL_ant_nets=0
export IMPL_grt_setup_unrepaired="true"
export IMPL_fillerInstances=373
export IMPL_die_x_microns=80
export IMPL_r2r_cells=2
export IMPL_insertedDiodeCount=0
export IMPL_ys_top_cells_by_area="dfxtp_1, nand2b_2, nand2b_1, edfxtp_1, xnor2_1"
export IMPL_stdcell_area_sq_um=712
export IMPL_viasPerCell=2.89
export IMPL_synth_stat_cells=45
export IMPL_fp_dieH_microns=80
export IMPL_drt_first_pass_iters=3
export IMPL_cts_tree="yes"
export IMPL_dp_cells=91
export IMPL_synthesis_area_sq_um=568
export IMPL_vias=295
export IMPL_r2r_start="u1.lfsr[15]$_SDFF_PP1_"
export IMPL_reg2reg_to="u1.lfsr[4]$_SDFF_PP1_"
export IMPL_setup_violations=0
export IMPL_synthDistinctLibCells=11
export IMPL_holdCritPathClass="clock port to flop"
export IMPL_antenna_found_initial=0
export IMPL_clock_skew_ns=0.00142
export IMPL_cap_violations=0
export IMPL_cp_max_fo=1
export IMPL_powerDensity_mw_per_mm2=3180
export IMPL_instances_no_fill=102
export IMPL_hold_violations=0
export IMPL_swShare_pct=25.0
export IMPL_cp_slowest_cell="edfxtp_1"
export IMPL_yosys_stat_area_sq_um=568
export IMPL_initial_utilization_pct=16.6
export IMPL_min_to="cut_sdi$_DFFE_PP_"
export IMPL_cp_num_buf_inv=1
export IMPL_clockPowerShare_pct=49.5
export IMPL_grt_pass1_wl_mm=1.35
export IMPL_status="complete, no violations"
export IMPL_remaining_drc_errors=0
export IMPL_vdd_drop_max_v=0.000732
export IMPL_lay_top_count="dfxtp_1"
export IMPL_cp_start_kind="flop"
export IMPL_required_ns=0.80
export IMPL_drv_slew=0
export IMPL_arrival_ns=0.75
export IMPL_fin_total_pwr_w=0.00226
export IMPL_post_cts_buffers=0
[through the flow]
stage	util, %	setup WS, ns
after floorplan	-	0.0999
after global placement	18.2	-0.0961
after detailed placement	18.2	-0.107
after CTS	20.8	0.0282
after global routing	20.8	-0.00185
final	20.8	0.0464
[area by class of cell]
cell class                      instances  area [sq um]  area share, %
Sequential cell                        18           370           52.0
Multi-Input combinational cell         24           168           23.6
Clock buffer                           11          95.1           13.4
Tap cell                               46          57.6           8.08
Timing Repair Buffer                    3          21.3           2.99
[cell families after synthesis]
family                    share of synthesized area (%)
xor gates and xnor gates                           4.63
buffers and inverters                              5.95
DFF                                                65.2
other                                              1.32
and+or+nand+nor                                    22.9
[how the worst max path moves through the flow]
stage | startpoint | to | cells past startpoint
global route | cut_sdi$_DFFE_PP_ | cut_sdi | 1
finish | cut_sdi$_DFFE_PP_ | cut_sdi | 1
CTS | cut_sdi$_DFFE_PP_ | cut_sdi | 1
[flip-flops by register name (all words and copies together), names as in the netlist]
signal   cells
u1.out       1
u1.lfsr     16
cut_sdi      1
[power by group through the flow]
stage         clock [W]  combinational, W  sequential (W)
global route    0.00129         0.0000831         0.00109
finish          0.00112         0.0000776         0.00106
CTS             0.00117         0.0000772         0.00107
[worst reg2reg max path: stages, from the launching register on]
cell and delay (ns):
dfxtp_1 0.42, xnor2_1 0.15, nand2_1 0.07
[synth_stat cells]
library cell and n:
nand2b_1 6, edfxtp_1 1, dfxtp_1 17, and2_1 1
nand2_1 3, buf_6 1, nand2b_4 1, nand2b_2 7
xnor2_1 3, conb_1 2, buf_4 3
[layer usage]
layer  up-vias  routed length (microns)  global-route usage [%]  part of all wire [%]
li1        148                        -                       -                     -
met1       129                      355                    1.65                    47
met2        16                      255                    1.77                    34
met3         2                      137                    6.36                    18
met4         0                       10                    3.70                   1.3
met5         -                        0                       0                     0
[repair_timing]
item,CTS,global route
hold buffers,0,0
endpoints found under the setup margin,18,1
gates resized,7,0
